--- /design/flow/design.v ---
module roc(wr,clk,rst,data,addr,data_out);
parameter DW=8,
	  AW=4,
	  DEP=16;
input wire          clk,wr,rst;       
input wire [DW-1:0] data;
input wire [AW-1:0] addr;
output reg [DW-1:0] data_out;
reg [DW-1:0] mem [0:DEP-1];
reg flag;
integer i;
always@(posedge clk) begin
	if (rst) begin
	 for(i=0;i<16;i=i+1) begin
	  mem[i]<=8'd0;
	 end
	end
	if(wr) begin
	        mem[addr]<=data;
		flag<=1'b0;
	end
	else if (!wr) begin
		if (flag) begin 
		  data_out<=8'd0;
		  mem[addr]<=8'd0;
		end
	       else begin	       
		 data_out<=mem[addr];
		 flag<=1'b1;
	       end
	end	
end
endmodule
--- /design/flow/run.sh ---
#!/bin/bash
# OpenROAD 26Q1-2900-gdf79404cd8, Yosys 0.63+post, stock flow scripts
make -C /OpenROAD-flow-scripts/flow DESIGN_CONFIG=/design/flow/config.mk WORK_HOME=/design/flow/orfs finish
--- /design/flow/constraint.sdc ---
current_design roc

set clk_period 2.3
set clk_io_pct 0.2

create_clock -name clk0 -period $clk_period [get_ports {clk}]

set non_clock_inputs [all_inputs -no_clocks]
set_input_delay [expr $clk_period * $clk_io_pct] -clock clk0 $non_clock_inputs
set_output_delay [expr $clk_period * $clk_io_pct] -clock clk0 [all_outputs]
--- /design/flow/config.mk ---
export PLATFORM = sky130hd
export DESIGN_NAME = roc
export DESIGN_NICKNAME = roc
export VERILOG_FILES = /design/flow/design.v
export SDC_FILE = /design/flow/constraint.sdc
export NUM_CORES = 4
export LEC_CHECK = 1
export CORE_UTILIZATION = 50
==> qor.yml <==
status: "completed"
io_pins: 23
switchingPower_mw: 1.303
clock.fmax_mhz: 530.3
synth_warnings: 1
path_class: "input port to flip-flop"
num_rows: 39
totalWireLength_um: 13680
syn_inst: 438
cts_made_buffers: 17
gr-total-overflow: 0
antenna_found_initial: 0
vias_per_cell: 5.613
dpl_cell_area_um2: 6845
place_hpwl_um: 9296
clock_path_buffers: 2
synthFlopType: "edfxtp_1"
cts_tree: "built"
layout-drive-gt1-share_pct: 19.77
ys_seq_share_pct: 68.08
cts_resized: 0
internal-power_mw: 4.550
grt_usage_pct: 26.30
hold_path.class: "flip-flop to flip-flop"
setup_viol: 0
initial_core_util_pct: 52.13
ys_types: 26
vdd_drop_max_mv: 0.5725
drc: 0
power.leakage_nw: 2.770
num_antenna_cells: 0
cp-start-kind: "input port"
powerDensity_nw_per_um2: 792.7
clkLatencyLatePin_ps: 410
dp_cells: 632
core-area_um2: 11560
comb_power_share_pct: 8.7
finalNonFillerCells: 664
grt_pass1_vias: 3909
whs_ps: 772.4
slew_headroom_pct: 40.08
port_buffers: 22
fill_cells: 851
die_h_um: 111.8
die_w_um: 111.8
tightest_slew_ps: 897.0
post_cts_buffers: 0
synth_area_per_cell_um2: 13.76
skew_ps: 7.165
slew_violations: 0
p_clk_share_pct: 42.1
rsz0062_at_grt: "false"
period_needed_ps: 1886
cap_violations: 0
cp_max_fo: 15
yosys_area_um2: 6028
die-area_um2: 12500
fin_area_um2: 7383
enable_flop_cells: 136
first_pass_iters: 16
cts.reportedPaths.clkPinSlew_ps: 60
yosysTopAreaCellShare_pct: 67.75
critPathRequiredTime_ps: 2550
area_leaders: "edfxtp_1 68%, nor2_1 8.3%, mux4_2 6.4%"
critPathCaptureType: "flip-flop"
synth_area_um2: 6028
hold_viol: 0
yosys_cells: 438
tool_warnings: 25
min_period_over_period_pct: 81.98
htreeDepth: 4
cts.sinks: 137
final_antenna_net_count: 0
top_area_cell: "edfxtp_1"
synth_flops: 137
cts_hold_buf: 0
ys_async_sr_fraction_pct: 0
cts-root-buf: "clkbuf_16"
arrival_ps: 2140
grt_pass1_wl_um: 21960
switching_share_pct: 22.25
grt_max_degree: 22
drtIter0Drc: 277
finalSetupTns_ps: 0
syn2layout_area_growth_pct: 22.48
routedWlPerCell_um: 20.60
vias: 3727
seq_power_share_pct: 49.2
gp_congestion: 0.8851
[power groups by stage]
| stage | logic, mW | registers, mW | clock network, mW |
|---|---|---|---|
| CTS | 0.517 | 2.88 | 2.49 |
| global route | 0.557 | 2.89 | 2.60 |
| finish | 0.511 | 2.88 | 2.46 |
[path summary, 6_finish.rpt]
| kind | start | end | slack, ps | cells after the start |
|---|---|---|---|---|
| setup / recovery | addr[2] | data_out[0] | 410 | 4 |
| hold / removal | mem[12][6] | data_out[6] | 770 | 4 |
| setup reg to reg | flag | data_out[0] | 660 | 3 |
| hold reg to reg | mem[12][6] | data_out[6] | 770 | 4 |
[cell usage after synthesis (2+ instances only)]
cell type	count
edfxtp_1	136
nor2_1	133
nand2_1	44
mux2i_1	18
mux4_2	17
nand2b_1	17
clkbuf_1	12
a32oi_1	7
nand4_1	7
o211ai_1	7
mux4_1	6
buf_2	5
buf_6	5
nand3_1	5
nor2b_1	4
a21oi_1	2
inv_1	2
nor3_2	2
o21ai_0	2
[cells in the final DEF (no fill, tap or decap), drive strengths merged]
cell	Yosys	routed
a32oi	7	7
o21ai	2	2
dfxtp	1	1
edfxtp	136	136
buf	13	55
nand4	7	7
a21oi	2	2
clkdlybuf4s50	0	21
and2	1	1
nand2	44	44
clkbuf	12	19
nor3	2	2
mux4	23	23
o211ai	7	7
bufinv	0	1
mux2i	18	18
clkinvlp	0	4
nor2	134	134
clkinv	0	7
a22oi	1	1
nand3	5	5
inv	2	3
nor2b	4	4
nand2b	17	17
[layer usage]
layer / up-vias / routed length, µm / track usage, %
met5: - / 0 / 0
met4: 0 / 167 / 3.063
met3: 13 / 1583 / 13.07
met2: 174 / 6255 / 36.73
met1: 1800 / 5672 / 43.84
li1: 1740 / - / -
[state kept, by name, summed over array words and instances, names as in the netlist]
| name | flops |
|---|---|
| mem | 128 |
| data_out | 8 |
| flag | 1 |
[cell type report]
type | instances | area (µm²) | area share [%]
clock inverters | 13 | 105.1 | 1.423
flip-flops and latches | 137 | 4104 | 55.58
well taps | 143 | 178.9 | 2.423
inverters | 2 | 7.507 | 0.1017
clock buffers | 19 | 432.9 | 5.863
repair buffers | 76 | 795.8 | 10.78
multi-input cells | 274 | 1759 | 23.83
[logic make-up after synthesis]
group                  Yosys count  synth area share (%)
multiplexers                    41                 11.96
flip-flops                     137                 68.08
AND/OR/NAND/NOR                214                 14.88
AND-OR/OR-AND                   19                 2.345
buffers and inverters           27                 2.740
[through the flow]
step           utilization, %  power (mW)  setup WS [ps]
3_3_place_gp            59.19       3.439          45.80
4_1_cts                 63.84       5.889          452.6
2_1_floorplan               -       3.183          485.9
5_1_grt                 63.84       6.045          200.1
6_report                63.84       5.853          414.4
3_5_place_dp            59.19       3.447          24.06
[worst max-delay path, stage by stage]
cell	delay [ps]
clkdlybuf4s50_1	520
nor2b_1	730
a32oi_1	210
o211ai_1	210
Power is estimated from default activity; no workload was simulated.
