==> run.sh <==
#!/bin/bash
# OpenROAD 26Q1-2900-gdf79404cd8, Yosys 0.63+post, stock flow scripts
make -C /OpenROAD-flow-scripts/flow DESIGN_CONFIG=/design/flow/config.mk WORK_HOME=/design/flow/orfs finish
==> config.mk <==
export PLATFORM = sky130hd
export DESIGN_NAME = sync_fifo
export DESIGN_NICKNAME = sync_fifo
export VERILOG_FILES = /design/flow/design.v
export SDC_FILE = /design/flow/constraint.sdc
export NUM_CORES = 4
export LEC_CHECK = 1
export CORE_UTILIZATION = 50
==> constraint.sdc <==
current_design sync_fifo

set clk_period 2.1
set clk_io_pct 0.2

create_clock -name clk0 -period $clk_period [get_ports {clk}]

set non_clock_inputs [all_inputs -no_clocks]
set_input_delay [expr $clk_period * $clk_io_pct] -clock clk0 $non_clock_inputs
set_output_delay [expr $clk_period * $clk_io_pct] -clock clk0 [all_outputs]
==> design.v <==
module sync_fifo(clk,wr,rd,rstn,data_in,data_out,full,empty,hf);
parameter DEP=8,
	  WID=4;
input  wire [WID-1:0] data_in;
input  wire           clk,wr,rd,rstn;
output reg  [WID-1:0] data_out;
output reg full,empty,hf;
reg [WID-1:0] fifo [0:DEP-1];
reg [WID-1:0] i,wr_ptr,r_ptr=0;
always@(posedge clk,negedge rstn) begin
 if(!rstn) begin
   {wr_ptr,r_ptr,data_out}=6'd0;
   for(i=0;i<DEP;i=i+1) begin
     fifo[i]<=4'd0;
   end
 end
 else begin
	 if(wr && !full) begin
	  fifo[wr_ptr[WID-2:0]]<=data_in;
	  wr_ptr<=wr_ptr+1'b1;
	  if(wr_ptr[2:0]-r_ptr[2:0]==(DEP/2)-1) hf<=1'b1;
	  else hf<=0;
	  empty<=1'b0;
	 end
	 if (rd && !empty) begin
	  data_out<=fifo[r_ptr[WID-2:0]];
	  r_ptr<=r_ptr+1'b1;
	  if(r_ptr[2:0]-wr_ptr[2:0]==(DEP/2)-1) hf<=1'b1;
          else  hf<=0;
	  full<=1'b0;
         end
	 if(wr_ptr==r_ptr) begin
	  empty<=1'b1;
	 end
	 else begin
	  empty<=1'b0;
	 end
         if(wr_ptr[WID-1]!=r_ptr[WID-1] && r_ptr[WID-2:0]==wr_ptr[WID-2:0]) begin
	  full<=1'b1;
	 end
	 else begin
	  full<=1'b0;
	 end
 end
end
endmodule
==> out/qor.yml <==
status:
  status: "complete, no violations"
placement:
  dp_slack_ns: 0.0992
  dpl_cell_area_um2: 2780
  routabilityCongestion: 0.855
  place_hpwl_um: 3770
  portBuffers: 14
finish:
  drive_gt1_frac: 0.306
  nFillCells: 395
  syn2layout_area_growth_pct: 14.9
  fin_area_um2: 2880
  fin_util: 0.602
synth:
  synthCells: 189
  ys_warn_count: 2
  synthAdderAreaFrac: 0.106
  synth_stat.cells: 189
  top_area_cell: "dfrtp_1"
  ys_top_logic_family: "multiplexers"
  synth.top_cell.area_share: 0.439
  synth_area_um2: 2510
  synth.area.top_cells: "dfrtp_1, mux2_2, ha_1"
  simple_gate_share: 0.118
  ys_area_um2: 2510
  aoi_share: 0.0979
  ys.flops: 47
  ys_sh_xor: 0.0175
  ys_seq_frac: 0.475
  top_cells_by_count: "dfrtp_1, mux2_2, ha_1"
  synthMuxAreaShare: 0.165
  synth.most_common_cell: "dfrtp_1"
  synth-edff-count: 3
  ff_type: "dfrtp_1"
  synth_cell_type_count: 40
  synth_area_per_cell_um2: 13.3
  ys_async_sr_fraction: 0.936
clock_network:
  path_clk_slew_ns: 0.08
  clk_path_buf_depth: 2
  numCtsBuffers: 5
  cts_tree: "yes"
  cts.htree.levels: 2
  cts.sinks: 47
  cts_root_buf: "clkbuf_8"
  clkLatencyLatePin_ns: 0.29
worst_setup_path:
  end_kind: "flip-flop"
  worst_ep_required_time_ns: 2.22
  crit_chain: "inv_1 > ha_1 > inv_1 > fa_1 > a211o_1 > a221oi_2"
  r2r_end: "hf$_DFFE_PP_"
  r2r_slack_ns: 0.11
  arrival_ns: 2.11
  critical_path_class: "flip-flop to flip-flop"
  critPathMostFrequentCell: "inv_1"
  ff2ff_path_depth: 6
  reg2reg_from: "wr_ptr[0]$_DFFE_PN0P_"
  slowest_delay_ns: 0.44
  critPathLaunchType: "flip-flop"
  cp_max_fo: 5
  cp_slowest_cell: "dfrtp_1"
final_timing:
  fmax_mhz: 503
  rsz0062_at_grt: "no"
  hold_slack_ns: 0.0959
  relSlewSlack: 0.692
  setup_slack_ns: 0.114
  worst_pin_slew_ns: 0.462
  finClkSkew_ns: 0.00459
  timing_hold_violations_final: 0
  maxSlewViolCount: 0
  period_used_share: 0.946
  min_period_ns: 1.99
  setup_viol: 0
  tns_ns: 0
route:
  firstDrtPassIters: 4
  ant_nets: 0
  vias_per_cell: 5.55
  diodes: 0
  drt-wirelength-per-cell_um: 17.4
  drc: 0
  drtIter0Drc: 51
  wl_um: 4920
  num_vias: 1570
run:
  warning_count: 36
  cap_violations: 0
global_routing:
  antenna_found_initial: 0
  grt_max_degree: 27
  track_usage: 0.220
  grt_pass1_vias: 1617
  grt_remaining_overflow: 0
  grt_first_pass_wirelength_um: 8370
power:
  power_density_nw_per_um2: 1440
  ir_drop_mv: 0.839
  p_leak_nw: 1.29
floorplan:
  die_h_um: 72.8
  dieWidth_um: 72.8
  row_count: 25
  core-area_um2: 4790
  die_area_um2: 5300
  io-pin-count: 15
  initCoreUtil: 0.524
min_path:
  worstHoldPathType: "primary input to async pin"
-- sequential cells by signal (all words and copies together), names as in the netlist --
name	count
hf	1
data_out	4
r_ptr	4
empty	1
full	1
wr_ptr	4
fifo	32
-- through the flow --
stage / instances / power, mW
2_1_floorplan: 189 / 2.94
3_3_place_gp: 276 / 3.49
3_5_place_dp: 276 / 3.56
4_1_cts: 283 / 4.13
5_1_grt: 283 / 4.46
6_report: 283 / 4.13
-- kinds of logic after synthesis --
logic type,Yosys count
compound gates,32
xor+xnor,5
fa+ha+maj,20
buf+inv,12
flops,47
mux,34
simple gates,39
-- worst max-delay path, delay by kind of cell, from the launching register on --
family	cells	cell delay, ns
AND-OR/OR-AND	2	0.56
buffers and inverters	2	0.23
flip-flops	1	0.44
adder cells (fa/ha/maj)	2	0.59
-- per-layer routing --
layer | up-vias | share of wire | global-route usage
met5 | - | 0 | 0
met4 | 0 | 0.0069 | 0.0174
met1 | 797 | 0.50 | 0.363
met2 | 20 | 0.46 | 0.331
li1 | 749 | - | -
met3 | 4 | 0.037 | 0.0448
-- area by class of cell --
class | count | area [µm²] | share of cell area
multi-input combinational | 130 | 1270 | 0.442
timing repair buffer | 24 | 210 | 0.0730
clock inverter | 1 | 8.76 | 0.00304
tap | 67 | 83.8 | 0.0291
sequential | 47 | 1190 | 0.414
inverter | 8 | 30.0 | 0.0104
clock buffer | 6 | 82.6 | 0.0287
-- worst max-delay path by stage --
stage / from / end / slack, ns / cells after the start
CTS: r_ptr[0]$_DFFE_PN0N_ / hf$_DFFE_PP_ / 0.10 / 7
global route: wr_ptr[0]$_DFFE_PN0P_ / hf$_DFFE_PP_ / 0.01 / 6
finish: wr_ptr[0]$_DFFE_PN0P_ / hf$_DFFE_PP_ / 0.11 / 6
-- power by group --
group,total [mW],switching (mW),internal [mW],leakage [nW]
logic,1.92,0.868,1.05,0.676
registers,1.66,0.300,1.36,0.565
clock network,0.557,0.292,0.265,0.0477
total,4.13,1.46,2.67,1.29
-- layout by cell type (no fill, tap or decap), types with 4 or more instances in the layout --
cell type	instances
buf_4	10
nand2_1	7
xnor2_1	4
dfrtp_1	44
o21ai_0	4
clkbuf_8	6
mux2_2	26
nor2_1	4
a221oi_1	4
clkdlybuf4s50_1	13
a22oi_1	7
ha_1	17
inv_1	8
mux2_4	8
-- repair_timing --
item / 4_1_cts / 5_1_grt
resized: 0 / 3
buffers inserted: 0 / 0
hold buffers: 0 / 0
setup endpoints to repair: 0 / 1
Power figures rest on the tool's default switching activity, not on a simulated workload.
